<file path="flow/design.v">
module clockdivi #(parameter MAX = 50_000_000)(
    input clock,
    input rst,
    output reg clockout
);
    reg [31:0] count = 0;
    always @(posedge clock or posedge rst) begin
        if (rst) begin
            count <= 0;
            clockout <= 0;
        end
        else begin
            if (count >= MAX) begin
                clockout <= ~clockout;
                count <= 0;
            end else
                count <= count + 1;
        end
    end
endmodule
module tail_lamp(
    input LEFT,            
    input RIGHT,           
    input EMERGENCY,       
    input CLK,             
    input RST,             
    output reg [5:0] led   
);
    wire clk_slow;
    clockdivi #(26'd50_000_000) clkdiv_inst (
        .clock(CLK),
        .rst(RST),
        .clockout(clk_slow)
    );
    reg [1:0] seq = 0;            
    reg dir = 0;                  
    always @(posedge clk_slow or posedge RST) begin
        if (RST) begin
            seq <= 0;
            dir <= 0;
        end
        else if (EMERGENCY) begin
            if (!dir)
                seq <= seq + 1;
            else
                seq <= seq - 1;
            if (seq == 2) dir <= 1;
            else if (seq == 1) dir <= 0;
        end
        else if (LEFT) begin
            seq <= seq + 1;
            if (seq == 3) seq <= 0;
        end
        else if (RIGHT) begin
            seq <= seq + 1;
            if (seq == 3) seq <= 0;
        end
        else begin
            seq <= 0;
        end
    end
    always @(*) begin
        if (RST)
            led = 6'b000000;
        else if (EMERGENCY) begin
            case (seq)
                2'd0: led = 6'b000000;
                2'd1: led = 6'b100001;
                2'd2: led = 6'b110011;
                2'd3: led = 6'b111111;
                default: led = 6'b000000;
            endcase
        end
        else if (LEFT) begin
            case (seq)
                2'd0: led = 6'b000000;
                2'd1: led = 6'b100000;
                2'd2: led = 6'b110000;
                2'd3: led = 6'b111000;
                default: led = 6'b000000;
            endcase
        end
        else if (RIGHT) begin
            case (seq)
                2'd0: led = 6'b000000;
                2'd1: led = 6'b000001;
                2'd2: led = 6'b000011;
                2'd3: led = 6'b000111;
                default: led = 6'b000000;
            endcase
        end
        else
            led = 6'b000000;
    end
endmodule
</file>
<file path="flow/run.sh">
#!/bin/bash
# OpenROAD 26Q1-2900-gdf79404cd8, Yosys 0.63+post, stock flow scripts
make -C /OpenROAD-flow-scripts/flow DESIGN_CONFIG=/design/flow/config.mk WORK_HOME=/design/flow/orfs finish
</file>
<file path="flow/config.mk">
export PLATFORM = sky130hd
export DESIGN_NAME = tail_lamp
export DESIGN_NICKNAME = tail_lamp
export VERILOG_FILES = /design/flow/design.v
export SDC_FILE = /design/flow/constraint.sdc
export NUM_CORES = 4
export LEC_CHECK = 1
export CORE_UTILIZATION = 30
</file>
<file path="flow/constraint.sdc">
current_design tail_lamp

set clk_period 3.3
set clk_io_pct 0.2

create_clock -name clk0 -period $clk_period [get_ports {CLK}]

set non_clock_inputs [all_inputs -no_clocks]
set_input_delay [expr $clk_period * $clk_io_pct] -clock clk0 $non_clock_inputs
set_output_delay [expr $clk_period * $clk_io_pct] -clock clk0 [all_outputs]
</file>
==> notes.org <==
* Implementation run

** Status
- The flow ran to the end, and the final reports show no timing, DRC or antenna violations.

** Routing
- After detailed routing, the number of remaining DRC violations is 0.
- Ant. Diodes :: 0
- After detailed routing, the total wire length is 3630 um.
- Routed wire per std cell :: 12.8 um
- Iteration-0 DRC Markers :: 90
- Detailed-routing iteration count for the pre-antenna-repair pass :: 4
- The routed design shows a via density per instance of 5.13.
- Number of nets with antenna violations after routing :: 0
- Overall via count from detail_route :: 1462

** Final layout
- Number of fill cells :: 618
- For the completed layout, the total cell area is recorded as between 2000 and 2500 sq um.
- Area delta synth->final :: 16.2%
- Ratio of cells with drive above 1 in the final layout :: 9.52%
- The final report gives the core utilization as 37.0%.
- Excluding fillers, the count of instances in the completed layout stands at 285.
- Multi-input combinational cell area :: 947 sq um
- Flip-flop and latch area :: 901 sq um

** Die
- Die boundary height :: 82.1 um
- I/O pins :: 11
- At the floorplan stage, the core utilization is reported as 31.8%.
- Cell row count :: 28
- Per the OpenROAD floorplan log, the area of the die is 6750 sq um.
- Measured along the x axis, the die boundary spans 82.1 um.
- Core region area :: 6060 sq um

** Logic synthesis
- Most common reg cell :: sky130_fd_sc_hd__dfrtp_1
- In the synthesized netlist, the dominant kind of combinational cell is simple AND/OR/NAND/NOR gates.
- Area share of and/or/nand/nor cells after synthesis :: between 20% and 30%
- The cell count after synthesis came out at 192.
- The cell-mix breakdown from Yosys lists the XOR/XNOR area share as 5.00%.
- Number of enable-type register cells in the synthesized netlist :: 0
- Post-synthesis average cell area :: 10.0 sq um
- Library cells used by synthesis :: 41
- Post-synthesis mux area share :: 0.584%
- The cell area that synthesis handed to floorplanning was 1930 sq um.
- Area of the synthesized netlist per yosys stat :: between 1500 and 2000 sq um
- Per the Yosys statistics, synthesis produced 192 cells.
- Register bit count reported by yosys :: 36
- Per Yosys stat, the portion of area used by sequential elements is around 47%.
- Yosys aoi share :: a little over an eighth
- Warnings from Yosys :: 2
- Of the total synthesized cell area, the portion taken by full adders, half adders and majority gates is 3.90%.
- Share of synthesized registers carrying an async set or reset :: 100%

** Clock network
- Once the clock tree was built, the resizer swapped 0 gates to a different size.
- Hold repair after CTS inserted 0 buffers.
- TritonCTS built the clock tree.
- Setup Fix Bufs, Post-CTS :: 0
- Clock tree synthesis inserted a total of 5 buffers.
- Clock root buffer :: sky130_fd_sc_hd__clkbuf_8
- Looking at the clock tree report, the maximum root-to-sink buffer count equals 2.
- CTS built an H-tree with a depth of 2.
- For the worst-skew pair, the clock arrives at the later sink with an insertion delay of 0.28 ns.
- The registers of the reported paths see a clock transition of 0.07 ns.

** Critical path
- Crit Path Max Fanout :: 6
- In this run the register-to-register setup slack is 1.17 ns.
- Worst reg2reg path startpoint :: clkdiv_inst.count[11]$_DFF_PP0_
- For the worst setup path, the data required time is 2.64 ns.
- Signal arrival time at the worst endpoint :: 1.94 ns
- Startpoint of the most critical setup path :: EMERGENCY
- For reference, the critical path cell chain is clkdlybuf4s50_1, nor2_1, nor3_1, clkdlybuf4s50_1.
- The worst setup path is captured at an output pin.
- STA classifies the critical path startpoint as an input port.
- Slowest CP cell :: sky130_fd_sc_hd__clkdlybuf4s50_1
- By instance count, the cell type seen most on the critical path is sky130_fd_sc_hd__clkdlybuf4s50_1.
- Delay contributed by the slowest stage of the critical path :: 0.57 ns
- Looking at the setup timing report, the critical path kind is input port to output pin.

** Final timing
- RSZ-0062 raised after global routing :: false
- 3 endpoints have no timing constraint.
- Summed over all failing endpoints, the final setup total negative slack is 0 ns.
- Hold-check failures listed in the final report amount to 0.
- Final Max Tran Viols :: 0
- The final timing summary puts the cycle share of the worst path at around 79%.
- Actual transition at the worst max-transition pin :: 0.597 ns
- Final clock skew :: roughly 0.0064 ns
- The routed design could run at a clock period as short as 2.60 ns.
- Worst slew margin relative to its limit :: 60.1%
- Hold timing on the final database bottoms out at a slack of around 0.56 ns.
- Number of register pins that no clock reaches :: 3
- Per the timing report, the achievable frequency comes out to 0.384 GHz.
- Number of setup violations in the final report :: 0

** Power and ir drop
- Summed over all cells, the static leakage comes to ~0.00085 uW.
- Across the VDD grid, the largest voltage drop is 376 uV.
- For this design the ratio of total power to cell area is between 400 and 500 nW/um^2.

** GRT
- Number of global-route vias before repair :: 1458
- The first global-routing pass estimated 6640 um of wire.
- GRT Residual Overflow :: 0
- The number of antenna violations at the first check in global routing is 0.
- Overall routing resource usage recorded by global route was between 10 and 15%.
- Maximum number of pins on one net before global-route repair :: 37

** Flow run
- Number of warnings in the stage logs :: 30
- Max-capacitance violation count :: 0

** Min path
- Worst Hold Launch :: clkdiv_inst.count[25]$_DFF_PP0_
- The worst hold path belongs to the class flop to flop.

** Placement
- Number of cells after detailed placement :: between 200 and 300
- The buffer_ports step reported a buffer count of 10.
- HPWL after detailed placement :: about 2400 um
- Final weighted congestion of routability-driven global placement :: 0.756
- Per the detailed placement report, the placed cell area equals roughly 2100 sq um.
-- cell usage in the layout (no fill, tap or decap), types with 2 or more instances in the layout --
cell / n
sky130_fd_sc_hd__nand2_1: 11
sky130_fd_sc_hd__nor3_1: 18
sky130_fd_sc_hd__or4b_1: 2
sky130_fd_sc_hd__or4_2: 2
sky130_fd_sc_hd__bufinv_16: 2
sky130_fd_sc_hd__o31ai_1: 7
sky130_fd_sc_hd__dfrtp_1: 36
sky130_fd_sc_hd__nand3_1: 11
sky130_fd_sc_hd__clkbuf_8: 5
sky130_fd_sc_hd__a21oi_1: 2
sky130_fd_sc_hd__inv_1: 11
sky130_fd_sc_hd__buf_4: 3
sky130_fd_sc_hd__or4_1: 7
sky130_fd_sc_hd__o21ai_0: 5
sky130_fd_sc_hd__clkdlybuf4s50_1: 10
sky130_fd_sc_hd__nand4_1: 5
sky130_fd_sc_hd__xnor2_1: 3
sky130_fd_sc_hd__ha_1: 6
sky130_fd_sc_hd__or3_1: 3
sky130_fd_sc_hd__a211oi_1: 15
sky130_fd_sc_hd__nor3b_1: 2
sky130_fd_sc_hd__o41ai_1: 2
sky130_fd_sc_hd__conb_1: 6
sky130_fd_sc_hd__nor2_1: 9
sky130_fd_sc_hd__and4_1: 2
sky130_fd_sc_hd__and3_1: 2
sky130_fd_sc_hd__xor2_1: 8
-- power breakdown --
part | internal, uW | switching [uW] | leakage [uW]
Sequential | 431 | 12.0 | 0.000482
Clock | 300 | 150 | 0.0000681
Combinational | 33.8 | 33.4 | 0.000296
Total | 765 | 196 | 0.000846
-- area by class of cell --
type	instances	area share [%]
Sequential cell	36	40.2
Inverter	11	1.84
Clock buffer	5	3.07
Clock inverter	3	2.91
Timing Repair Buffer	13	5.47
Multi-Input combinational cell	142	42.3
Tap cell	75	4.19
-- per-layer routing --
metal	routed length (um)	global-route usage (%)
met5	0	0
met4	13	1.05
met3	114	2.01
met2	1620	21.6
met1	1890	18.5
-- kinds of logic (layout without fill, tap and decap cells) --
group / after synthesis / in the layout
AOI/OAI and AO/OA: 35 / 35
xor gates and xnor gates: 11 / 11
adders and majority gates: 6 / 6
buffers and inverters: 19 / 32
DFF: 36 / 36
muxes: 1 / 1
other: 1 / 6
and+or+nand+nor: 83 / 83
-- final timing paths --
path / end / depth (start not counted)
setup / recovery: led[5] / 4
hold / removal: clkdiv_inst.count[25]$_DFF_PP0_ / 2
setup reg to reg: clkdiv_inst.count[23]$_DFF_PP0_ / 5
hold reg to reg: clkdiv_inst.count[25]$_DFF_PP0_ / 2
max in group asynchronous: clkdiv_inst.count[8]$_DFF_PP0_ / 3
min in group asynchronous: clkdiv_inst.count[31]$_DFF_PP0_ / 3
-- synth_stat cells, types with 2 or more instances --
cell	number	share of area [%]
sky130_fd_sc_hd__xnor2_1	3	1.4
sky130_fd_sc_hd__dfrtp_1	36	47
sky130_fd_sc_hd__nor2_1	9	1.8
sky130_fd_sc_hd__clkbuf_1	3	0.58
sky130_fd_sc_hd__nand2_1	11	2.1
sky130_fd_sc_hd__inv_1	11	2.1
sky130_fd_sc_hd__buf_6	2	1.2
sky130_fd_sc_hd__nand4_1	5	1.6
sky130_fd_sc_hd__or3_1	3	0.97
sky130_fd_sc_hd__dlygate4sd1_1	2	0.91
sky130_fd_sc_hd__and3_1	2	0.65
sky130_fd_sc_hd__ha_1	6	3.9
sky130_fd_sc_hd__o21ai_0	5	1.3
sky130_fd_sc_hd__o31ai_1	7	2.7
sky130_fd_sc_hd__a21oi_1	2	0.52
sky130_fd_sc_hd__o41ai_1	2	0.91
sky130_fd_sc_hd__or4_2	2	0.91
sky130_fd_sc_hd__nor3_1	18	4.7
sky130_fd_sc_hd__nor3b_1	2	0.78
sky130_fd_sc_hd__or4_1	7	2.7
sky130_fd_sc_hd__or4b_1	2	1.0
sky130_fd_sc_hd__xor2_1	8	3.6
sky130_fd_sc_hd__nand3_1	11	2.9
sky130_fd_sc_hd__and4_1	2	0.91
sky130_fd_sc_hd__a211oi_1	15	5.8
-- worst max-delay path, delay by kind of cell --
| kind | cells | cell delay, ns |
|---|---|---|
| and+or+nand+nor | 2 | 0.24 |
| buffers and inverters | 2 | 1.05 |
-- stage by stage --
step / setup WS (ns) / power (uW)
finish: 0.698 / 960
global route: 0.607 / 1000
CTS: 0.705 / 974
detailed placement: 0.710 / 520
global placement: 0.709 / 520
floorplan: 0.835 / 488
-- sequential cells by signal (all words and copies together), names as in the netlist --
signal                flops
clkdiv_inst.count        32
clkdiv_inst.clockout      1
seq                       2
dir                       1
Power and IR drop assume default switching activity.
